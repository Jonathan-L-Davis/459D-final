File: flow/config.mk
export PLATFORM = sky130hd
export DESIGN_NAME = display
export DESIGN_NICKNAME = display
export VERILOG_FILES = /design/flow/design.v
export SDC_FILE = /design/flow/constraint.sdc
export NUM_CORES = 4
export LEC_CHECK = 1
export CORE_UTILIZATION = 30
File: flow/constraint.sdc
current_design display

set clk_period 3.5
set clk_io_pct 0.2

create_clock -name clk0 -period $clk_period [get_ports {clk_100MHz_disp}]

set non_clock_inputs [all_inputs -no_clocks]
set_input_delay [expr $clk_period * $clk_io_pct] -clock clk0 $non_clock_inputs
set_output_delay [expr $clk_period * $clk_io_pct] -clock clk0 [all_outputs]
File: flow/design.v
module display(
    input clk_100MHz_disp, 
    input [3:0] digit3, 
    input [3:0] digit2, 
    input [3:0] digit1,
    input [3:0] digit0, 
    output reg [3:0] Anode_Activate_disp, 
    output reg [6:0] LED_out_disp
);
    reg [19:0] refresh_counter;
    reg prev_isMealy_disp;
    initial begin
        prev_isMealy_disp = 1'b0;
            refresh_counter = 20'b00000000000000000000;
            Anode_Activate_disp = 4'b0000;
            LED_out_disp = 7'b0000001;
    end
    always @(posedge clk_100MHz_disp)
    begin
            refresh_counter = refresh_counter + 1;
            case (refresh_counter[19:18]) 
                2'b00: begin
                    Anode_Activate_disp = 4'b0111; 
                        case (digit3)
                        4'b0000: LED_out_disp = 7'b0000001;  
                        4'b0001: LED_out_disp = 7'b1001111;  
                        4'b0010: LED_out_disp = 7'b0010010;  
                        4'b0011: LED_out_disp = 7'b0000110;  
                        4'b0100: LED_out_disp = 7'b1001100;  
                        4'b0101: LED_out_disp = 7'b0100100;  
                        4'b0110: LED_out_disp = 7'b0100000;  
                        4'b0111: LED_out_disp = 7'b0001111;  
                        4'b1000: LED_out_disp = 7'b0000000;  
                        4'b1001: LED_out_disp = 7'b0000100;  
                        4'b1010: LED_out_disp = 7'b0001000;  
                        4'b1011: LED_out_disp = 7'b1100000;  
                        4'b1100: LED_out_disp = 7'b0110001;  
                        4'b1101: LED_out_disp = 7'b1000010;  
                        4'b1110: LED_out_disp = 7'b0110000;  
                        4'b1111: LED_out_disp = 7'b0111000;  
                        default: LED_out_disp = 7'b0000001;  
                    endcase
                end
                2'b01: begin
                    Anode_Activate_disp = 4'b1011; 
                        case (digit2)
                        4'b0000: LED_out_disp = 7'b0000001;  
                        4'b0001: LED_out_disp = 7'b1001111;  
                        4'b0010: LED_out_disp = 7'b0010010;  
                        4'b0011: LED_out_disp = 7'b0000110;  
                        4'b0100: LED_out_disp = 7'b1001100;  
                        4'b0101: LED_out_disp = 7'b0100100;  
                        4'b0110: LED_out_disp = 7'b0100000;  
                        4'b0111: LED_out_disp = 7'b0001111;  
                        4'b1000: LED_out_disp = 7'b0000000;  
                        4'b1001: LED_out_disp = 7'b0000100;  
                        4'b1010: LED_out_disp = 7'b0001000;  
                        4'b1011: LED_out_disp = 7'b1100000;  
                        4'b1100: LED_out_disp = 7'b0110001;  
                        4'b1101: LED_out_disp = 7'b1000010;  
                        4'b1110: LED_out_disp = 7'b0110000;  
                        4'b1111: LED_out_disp = 7'b0111000;  
                        default: LED_out_disp = 7'b0000001;  
                    endcase
                end
                2'b10: begin
                    Anode_Activate_disp = 4'b1101; 
                        case (digit1)
                        4'b0000: LED_out_disp = 7'b0000001;  
                        4'b0001: LED_out_disp = 7'b1001111;  
                        4'b0010: LED_out_disp = 7'b0010010;  
                        4'b0011: LED_out_disp = 7'b0000110;  
                        4'b0100: LED_out_disp = 7'b1001100;  
                        4'b0101: LED_out_disp = 7'b0100100;  
                        4'b0110: LED_out_disp = 7'b0100000;  
                        4'b0111: LED_out_disp = 7'b0001111;  
                        4'b1000: LED_out_disp = 7'b0000000;  
                        4'b1001: LED_out_disp = 7'b0000100;  
                        4'b1010: LED_out_disp = 7'b0001000;  
                        4'b1011: LED_out_disp = 7'b1100000;  
                        4'b1100: LED_out_disp = 7'b0110001;  
                        4'b1101: LED_out_disp = 7'b1000010;  
                        4'b1110: LED_out_disp = 7'b0110000;  
                        4'b1111: LED_out_disp = 7'b0111000;  
                        default: LED_out_disp = 7'b0000001;  
                    endcase
                end
                2'b11: begin
                    Anode_Activate_disp = 4'b1110; 
                    case (digit0)
                        4'b0000: LED_out_disp = 7'b0000001;  
                        4'b0001: LED_out_disp = 7'b1001111;  
                        4'b0010: LED_out_disp = 7'b0010010;  
                        4'b0011: LED_out_disp = 7'b0000110;  
                        4'b0100: LED_out_disp = 7'b1001100;  
                        4'b0101: LED_out_disp = 7'b0100100;  
                        4'b0110: LED_out_disp = 7'b0100000;  
                        4'b0111: LED_out_disp = 7'b0001111;  
                        4'b1000: LED_out_disp = 7'b0000000;  
                        4'b1001: LED_out_disp = 7'b0000100;  
                        4'b1010: LED_out_disp = 7'b0001000;  
                        4'b1011: LED_out_disp = 7'b1100000;  
                        4'b1100: LED_out_disp = 7'b0110001;  
                        4'b1101: LED_out_disp = 7'b1000010;  
                        4'b1110: LED_out_disp = 7'b0110000;  
                        4'b1111: LED_out_disp = 7'b0111000;  
                        default: LED_out_disp = 7'b0000001;  
                    endcase
                end
            endcase
    end 
endmodule
File: flow/run.sh
#!/bin/bash
# OpenROAD 26Q1-2900-gdf79404cd8, Yosys 0.63+post, stock flow scripts
make -C /OpenROAD-flow-scripts/flow DESIGN_CONFIG=/design/flow/config.mk WORK_HOME=/design/flow/orfs finish
==> notes.md <==
This note records the results obtained with Yosys and OpenROAD.

Finish
The summed area of non-filler cells in the final layout is ~2700 um^2. From synthesis to final layout, the design area changed by 20.7%. The proportion of layout cells with a drive suffix above 1 is a little under a tenth.

Critical path
The sort of element at the start of the critical path is an input port. The kind of critical path is in2reg. The maximum single-stage delay on the critical path is ~0.54 ns. Per the timing report, the biggest fanout along the worst path comes to 5. The data required time at the worst endpoint is ~3.7 ns. The endpoint type of the worst setup path is a flop. Per STA, the worst path is made up of clkdlybuf4s50_1, inv_1, ha_1, inv_1, mux2i_1, a32o_1, mux4_2. The cell type of the slowest stage on the worst timing path is sky130_fd_sc_hd__clkdlybuf4s50_1.

The data arrival time at the worst-slack endpoint is 2.49 ns. In this design, the critical path's most frequently occurring cell is sky130_fd_sc_hd__inv_1.

Route
The number of nets with antenna violations after detailed routing is 0. The count of inserted antenna diode cells is 0. Wires add up to 3990 um. The routed layout has between 1500 and 2000 vias. The per-cell via count in the routed design is between 4 and 5.

According to the report, the first pass of detailed routing completed in 4 iterations. Per the detail_route report, routed wire per instance is 10.8 um. Per the log, the first TritonRoute iteration ended with a DRC count of approximately 65.

In the routed design, unresolved DRC markers number 0.

CTS
The H-tree was split into 2 levels. Hold repair after CTS inserted 0 buffers. For this design, the sink count on the clock tree is 31. Per the CTS log, the buffer count on the longest clock path is 2. The TritonCTS clock tree is built. The clock network latency to the later pin of the worst-skew pair is between 0.2 and 0.3 ns. CTS placed an instance of sky130_fd_sc_hd__clkbuf_8 at the clock tree root. Post-CTS repair ended up resizing 0 cells.

The clock-pin transition on the worst setup and hold timing paths is approximately 0.06 ns. The number of clock buffers added by TritonCTS is 5. Once the clock tree was built, the setup fixing pass inserted 0 buffers.

Synth
The cell type that accounts for the most area after synthesis is sky130_fd_sc_hd__dfxtp_1. The post-synthesis sequential area ratio is 27.9%. The synthesis run shows the most used standard cells to be 31 x sky130_fd_sc_hd__dfxtp_1, 28 x sky130_fd_sc_hd__ha_1, 23 x sky130_fd_sc_hd__nand2_1. The share of synthesized area in the top cell type comes to approximately 28%.

The commonest register cell is sky130_fd_sc_hd__dfxtp_1. The fraction of synthesis flops using an asynchronous set or reset pin is 0%. In this run, synthesis inferred 0 flip-flops with an integrated enable. By instance count, the leading cell after synthesis is sky130_fd_sc_hd__dfxtp_1. The main area contributors are sky130_fd_sc_hd__dfxtp_1 28%, sky130_fd_sc_hd__ha_1 16%, sky130_fd_sc_hd__mux2i_1 7.2%. After synthesis the cells add up to roughly 2200 um^2. The chip area estimate from yosys synthesis is ~2200 um^2. For this design, Yosys synthesis ends with a cell count of roughly 240.

The average instance in the mapped netlist occupies about 9.1 um^2. Counting the warning lines in the Yosys log gives 1. The number of distinct standard cells referenced by the synthesized netlist is 37.

The number of instances in the synthesized netlist is 244. The synthesis-stage register bit count is 31.

Flow run
The tool flagged a number of max-cap violations equal to 0. The count of warning messages emitted by the tools is about 48.

STA
The clock period could shrink to 2.33 ns. In the final run the clock tree shows a worst skew of ~0.0046 ns. Per the final timing report, the hold violations number 0.

The remaining max-slew budget at the tightest pin is about 57%. In the final timing run, aggregate negative setup slack is 0 ns. The achievable frequency is between 0.4 and 0.5 GHz.

Final hold analysis gives a worst-case slack of between 0.4 and 0.5 ns. The number of pins with negative max-slew slack in the final report is 0. The slew at the pin closest to its max-slew limit is between 0.6 and 0.7 ns. Setup repair after global routing left no endpoint under its margin. Endpoints with negative setup slack in the final report add up to 0. After layout, the worst path uses between 60 and 70% of the clock period. The worst path setup slack after routing is 1.17 ns.

Floorplan
At the floorplan stage, the core utilization is reported as between 30% and 40%. After floorplanning, the core was sized to cover about 7000 um^2. The I/O pin count is 28. The die height is roughly 90 um.

The placement row count is 31. The chip occupies approximately 7800 um^2. The overall die width is around 88 um.

Pwr
Per the power-grid run, VDD falls by no more than 127 uV. The leakage power is around 1.1 nW. Total power normalized to cell area comes to approximately 300 nW/um^2.

Place
The number of input and output port buffers inserted is 27. The cell area after placement is roughly 2600 um^2. The placed wire-length estimate after detailed placement is just over 3000 um.

Prior to clock tree synthesis, the placed netlist has a worst setup slack of between 0.8 and 0.9 ns. After its last routability iteration, the placer logged a weighted congestion of roughly 0.80.

GRT
Entering global routing, the biggest net connects 17 pins. The via count of the first global-routing pass is approximately 1600. The global-route usage over all layers is 11.5%. The first-pass GRT wire length is ~7000 um. For this run the aggregate overflow at the end of global routing stands at 0.

The number of antenna violations at the first check in global routing was 0.

Outcome
The run finished with clean final reports.

Min path
The worst hold path belongs to the class reg2reg.
==> path summary, 6_finish.rpt <==
check / startpoint / end / slack, ns / cells after the start
hold / removal: refresh_counter[0] / refresh_counter[0] / 0.41 / 1
setup / recovery: digit3[0] / LED_out_disp[5] / 1.17 / 7
hold reg to reg: refresh_counter[0] / refresh_counter[0] / 0.41 / 1
setup reg to reg: refresh_counter[3] / LED_out_disp[5] / 1.18 / 5
==> per-layer routing <==
metal	share of wire [%]	track usage [%]	up-vias
li1	-	-	890
met1	49	17.1	762
met2	46	18.7	29
met3	3.5	1.53	5
met4	1.1	1.61	0
met5	0	0	-
==> state kept, by name, summed over array words and instances, names as in the netlist <==
register / flops
LED_out_disp: 7
refresh_counter: 20
Anode_Activate_disp: 4
==> final cells by class <==
cell class	count	area, um^2
inverters	19	71.3
multi-input cells	186	1490
clock inverters	1	7.51
clock buffers	7	96.3
flip-flops and latches	31	621
well taps	99	124
repair buffers	27	270
fillers	735	4530
==> metrics by stage <==
step,std cells,utilization (%),power (mW)
floorplan,244,-,0.452
finish,370,37.2,0.811
detailed placement,362,35.7,0.511
global placement,362,35.7,0.511
global route,370,37.2,0.856
CTS,370,37.2,0.821
==> placed cells by master (no fill, tap or decap), types with 2 or more instances in the layout <==
master and count:
sky130_fd_sc_hd__nand2b_1 3, sky130_fd_sc_hd__nand2_1 23, sky130_fd_sc_hd__nor3_1 5, sky130_fd_sc_hd__xor2_1 9
sky130_fd_sc_hd__mux2_2 5, sky130_fd_sc_hd__mux4_2 5, sky130_fd_sc_hd__nor2_1 14, sky130_fd_sc_hd__o211ai_1 2
sky130_fd_sc_hd__a31oi_1 2, sky130_fd_sc_hd__nand4_1 2, sky130_fd_sc_hd__and2_1 2, sky130_fd_sc_hd__nand4_4 2
sky130_fd_sc_hd__nor2b_1 3, sky130_fd_sc_hd__mux2i_1 16, sky130_fd_sc_hd__clkbuf_8 7, sky130_fd_sc_hd__dfxtp_1 31
sky130_fd_sc_hd__a22oi_1 3, sky130_fd_sc_hd__clkdlybuf4s50_1 27, sky130_fd_sc_hd__and3_1 2, sky130_fd_sc_hd__ha_1 28
sky130_fd_sc_hd__o21ai_0 21, sky130_fd_sc_hd__inv_1 18, sky130_fd_sc_hd__a211oi_1 2, sky130_fd_sc_hd__a21oi_1 12
sky130_fd_sc_hd__xnor2_1 8, sky130_fd_sc_hd__nand3_1 8
==> cell families (layout without fill, tap and decap cells) <==
logic type / after synthesis / count (layout) / share of synthesized area (%)
compound gates: 43 / 43 / 10.8
buf+inv: 27 / 54 / 4.90
fa+ha+maj: 28 / 28 / 15.8
mux: 26 / 26 / 14.8
flops: 31 / 31 / 27.9
simple gates: 70 / 70 / 17.1
xor+xnor: 19 / 19 / 8.68
==> report_power, final <==
part / internal [mW] / switching (mW)
registers: 0.360 / 0.00342
clock network: 0.179 / 0.129
logic: 0.0727 / 0.0668
total: 0.611 / 0.200
==> critical path, delay by kind of cell <==
| kind | cells | cell delay [ns] |
|---|---|---|
| adder cells (fa/ha/maj) | 1 | 0.30 |
| multiplexers | 2 | 0.51 |
| buffers and inverters | 3 | 0.74 |
| AND-OR/OR-AND | 1 | 0.24 |
Power is estimated from default activity; no workload was simulated.
