**/design/flow/design.v**
```verilog
module bus(
    input bit clk,
    input bit reset,
    input bit core0_request,
    input bit core0_rw,
    output bit core0_grant,
    input bit [7:0] core0_data_in,
    output bit [7:0] core0_data_out,
    input bit [8:0] core0_address,
    input bit core1_request,
    input bit core1_rw,
    output bit core1_grant,
    input bit [7:0] core1_data_in,
    output bit [7:0] core1_data_out,
    input bit [8:0] core1_address,
    output bit [8:0] RAM_address,
    output bit [7:0] RAM_data_in,
    input bit  [7:0] RAM_data_out,
    output bit rw
);
    bit [1:0] in_progress;
    bit [1:0] grant_given;
    bit [1:0] grant_request;
    bit [1:0] grant_request_type;
    bit patron;
    bit [8:0] addr [1:0];
    bit [7:0] data_in [1:0];
    bit [7:0] data_out [1:0];
    parameter wait_state = 0;
    parameter write_state = 1;
    parameter read_request_state = 2;
    parameter read_deliver_state = 3;
    bit [2:0] state;
    always @ ( posedge clk ) begin
        if( reset ) begin
            grant_given[0] <= 0;
            grant_given[1] <= 0;
            rw <= 0;
            patron <= 0;
        end else begin
            case(state)
            wait_state: begin
                grant_given[patron] <= 0;
                if( grant_request[~patron] ) begin 
                    patron <= ~patron;
                    case(grant_request_type[~patron])
                        1: state <= write_state;
                        0: state <= read_request_state;
                    endcase
                end else if(grant_request[patron]) begin
                    case(grant_request_type[patron])
                        1: state <= write_state;
                        0: state <= read_request_state;
                    endcase
                end
            end
            write_state: begin
                RAM_data_in <= data_in[patron];
                RAM_address <= addr[patron];
                rw <= 1;
                state <= 7;
                grant_given[patron] <= 1;
            end
            read_request_state: begin
                RAM_address <= addr[patron];
                rw <= 0;
                state <= read_deliver_state;
            end
            read_deliver_state: begin
                data_out[patron] <= RAM_data_out;
                state <= 7;
                grant_given[patron] <= 1;
            end
            default:begin
                state <= wait_state;
                rw <= 0;
                grant_given[patron] <= 0;
            end
            endcase
        end
    end
    assign core0_data_out = data_out[0];
    assign core1_data_out = data_out[1];
    assign data_in[0] = core0_data_in;
    assign data_in[1] = core1_data_in;
    assign addr[0] = core0_address;
    assign addr[1] = core1_address;
    assign grant_request[0] = core0_request;
    assign grant_request[1] = core1_request;
    assign grant_request_type[0] = core0_rw;
    assign grant_request_type[1] = core1_rw;
    assign core0_grant = grant_given[0];
    assign core1_grant = grant_given[1];
endmodule
```
**/design/flow/config.mk**
```make
export PLATFORM = sky130hd
export DESIGN_NAME = bus
export DESIGN_NICKNAME = bus
export VERILOG_FILES = /design/flow/design.v
export SDC_FILE = /design/flow/constraint.sdc
export NUM_CORES = 4
export LEC_CHECK = 1
export CORE_UTILIZATION = 40
```
**/design/flow/constraint.sdc**
```tcl
current_design bus

set clk_period 3.5
set clk_io_pct 0.2

create_clock -name clk0 -period $clk_period [get_ports {clk}]

set non_clock_inputs [all_inputs -no_clocks]
set_input_delay [expr $clk_period * $clk_io_pct] -clock clk0 $non_clock_inputs
set_output_delay [expr $clk_period * $clk_io_pct] -clock clk0 [all_outputs]
```
**/design/flow/run.sh**
```bash
#!/bin/bash
# OpenROAD 26Q1-2900-gdf79404cd8, Yosys 0.63+post, stock flow scripts
make -C /OpenROAD-flow-scripts/flow DESIGN_CONFIG=/design/flow/config.mk WORK_HOME=/design/flow/orfs finish
```
==> impl.org <==
* Implementation run

** Critical path
- Beginning of the worst register-to-register path :: patron
- Looking at the critical path, the highest net fanout was 15.
- For the worst setup path, the data required time is 3.42 ns.
- Dominant delay contributor by cell family on the critical path :: simple AND/OR/NAND/NOR gates
- Among all stages on the critical path, the largest delay is contributed by nor2_1.
- Critical path class :: in -> reg
- Launching element type of the critical path :: primary input
- Number of cells on the worst reg-to-reg path :: 2
- Critical Path End Type :: register
- The worst register-to-register path has a setup slack of between 1.5 and 2 ns.
- Per STA, the highest per-stage delay on the worst path measures 0.72 ns.
- In this run the critical path is formed by clkdlybuf4s50_1, nor2_1.
- CP arrival :: approximately 2.1 ns
- Per the post-run analysis, buffers plus inverters along the critical path come to 1.
- The capture point of the worst register-to-register path is recorded as RAM_data_in[2].

** Global route
- Total global-route track usage :: 0.177
- Wire length of the first global-routing pass :: 5290 µm
- The via count of the first global-routing pass came to 1107.
- The global route stage reports its total congestion overflow as 0.
- The number of antenna violations at the first check in global routing was 0.
- Entering global routing, the biggest net connects 16 pins.

** Clocking
- The clock reaches the later pin of the worst-skew pair after 0.29 ns.
- In this run the number of H-tree levels came out at 2.
- The number of clock buffers added by TritonCTS is 5.
- Gates resized during post-CTS repair numbered 0.
- The timing report gives the clock slew at the launch and capture registers of the worst setup and hold paths as 0.08 ns.
- Clock root buffer master :: clkbuf_8
- Setup repair bufs after CTS :: 0
- The tree built by TritonCTS fans out to ~42 sinks.
- Number of hold buffers added after CTS :: 0
- CTS Buffer Depth :: 2
- Clock tree from TritonCTS :: yes

** Power and ir drop
- The share of total power dissipated in the clock network is 0.310.
- Of the total power, combinational logic draws 0.165.
- Of the total power, registers draw 0.525.
- Cell area power density :: 456 nW/µm²
- In this run the power spent charging and discharging nets is 0.251 mW.
- Net switching share of the total power :: 0.209
- Internal Dissipation :: approximately 0.95 mW
- Looking at the VDD voltage map, the peak drop is between 0.2 and 0.3 mV.
- Static leakage :: 0.921 nW

** Synthesis
- After synthesis the netlist holds a flip-flop and latch count of 42.
- The share of the Yosys chip area taken by registers is 0.726.
- Before any placement, the netlist area is recorded as 1640 µm².
- Synthesis warning total :: 3
- After synthesis, the mean cell area works out to between 15 and 20 µm².
- Gate count after technology mapping :: 102
- Count of cell types in the netlist :: 27
- Number of cells in the yosys synthesis report :: 102
- Post-synthesis, Yosys gives the total cell area as about 1600 µm².

** Floorplanning
- For this configuration, the core starts out at a cell density of 0.432.
- Number of ports placed on the die boundary :: approximately 84
- According to the floorplan report, the die height is between 60 and 70 µm.
- Core region area :: 3800 µm²
- Std-Cell Rows :: 22
- Full die area :: 4360 µm²
- The die is 66.0 µm wide.

** Timing
- Number of setup violations in the final report :: 0
- Max_slew headroom :: 0.492
- Fin Setup TNS :: 0 ns
- Unrepaired setup endpoints after global routing :: false
- Looking at the max-slew report, the worst-margin pin has a slew of 0.759 ns.
- Number of hold-slack violations in the final timing report :: 0
- Post-layout minimum cycle time :: 2.19 ns
- Across the routed clock network, the largest skew measured is 0.00356 ns.
- Across all hold checks on the routed design, the worst slack comes to 0.481 ns.
- Final cycle utilization of the critical path :: 0.625
- Worst-case setup margin in the final layout :: 1.31 ns
- Final slew viol count :: 0
- In this build the clock could be raised as far as 457 MHz.

** Placed design
- Worst slack at placement :: 1.03 ns
- The placement summary gives the final routability congestion estimate as 0.788.
- The placement report lists the number of port buffers as 83.
- Summed over all nets, the half-perimeter wirelength after detailed placement is 2460 µm.

** Flow run
- The run reported a max-capacitance violation count of 0.
- Number of warnings in the stage logs :: 26

** Routing
- In the routed layout, each cell is associated on average with a via count of 4.91.
- The detailed router reported a total wirelength of 3410 µm.
- In the final routed layout, each cell accounts on average for roughly 14 µm.
- The final antenna diode tally reported by the flow is 0.
- Detailed Routing Iterations Pass 1 :: 5
- Detailed-route iteration 0 reported a violation count of 40.
- The final route contains 1173 vias.
- Once detail routing completed, the nets flagged for antenna violations numbered 0.
- Remaining DRCs :: 0

** Hold path
- The type recorded for the worst min-delay path is reg -> reg.
- Hold-critical path depth :: 2

** Status
- Status :: finished, final reports clean

** Finish
- The post-route utilization of the core is recorded as 0.695.
- Share of cells above drive strength 1 :: 0.0942
- Area Growth Syn to Fin :: 60.9%
-- cell type report --
class	count	area (µm²)
clock buffer	5	68.8
clock inverter	3	43.8
fill	252	1160
inverter	1	3.75
multi-input combinational	55	425
sequential	42	1190
tap	48	60.1
timing repair buffer	85	846
-- how the worst max path moves through the flow --
stage / from / cells past startpoint / end / slack, ns
4_1_cts: reset / 2 / RAM_address[1] / 1.35
5_1_grt: reset / 2 / RAM_address[3] / 1.25
6_report: reset / 2 / RAM_address[5] / 1.31
-- registers in the layout, indices dropped and copies added (netlist names), named ones only --
name,count
patron,1
RAM_address,9
state,3
RAM_data_in,8
rw,1
data_out,16
-- kinds of logic (layout without fill, tap and decap cells) --
logic type	after synthesis	count (layout)	share of synthesized area
buffers and inverters	5	94	0.0145
DFF	42	42	0.726
and+or+nand+nor	21	21	0.0732
muxes	18	18	0.123
AOI/OAI and AO/OA	16	16	0.0633
-- stage by stage --
stage	instances	area, µm²	total power [mW]
final	239	2640	1.20
after global routing	239	2640	1.26
after CTS	239	2640	1.22
after detailed placement	231	2530	0.841
after global placement	231	2530	0.836
after floorplan	102	1640	0.701
-- cell usage in the layout, fill, tap and decap left out --
master           netlist  routed
nand3_1                1       1
a21bo_1                1       1
or2_2                  1       1
o211ai_1               1       1
or3b_1                 2       2
inv_2                  1       1
nor2_1                 5       5
mux2i_1                1       1
nor3_1                 2       2
a31oi_1                1       1
nand3b_2               1       1
dfxtp_1                7       7
nand2_1                3       3
clkbuf_8               0       5
nor3b_1                1       1
a311oi_1               1       1
mux2_2                 5       5
nor2b_1                3       3
bufinv_16              0       1
o21ai_0                4       4
mux2_1                12      12
clkdlybuf4s50_1        0      83
and3_1                 1       1
buf_4                  0       2
a22o_1                 1       1
edfxtp_1              35      35
a32oi_1                1       1
nand3b_1               1       1
o22a_1                 1       1
inv_6                  0       1
a21oi_1                5       5
clkinv_2               0       1
-- power groups by stage --
stage         logic [mW]  registers [mW]  clock network [mW]
finish             0.199           0.631               0.373
global route       0.218           0.637               0.410
CTS                0.200           0.631               0.384
-- routing by layer --
metal,global-route usage,vias up,part of all wire
met2,0.239,52,0.42
met3,0.0542,5,0.082
li1,-,567,-
met1,0.321,549,0.49
met4,0.0239,0,0.014
met5,0,-,0
-- cell usage after synthesis --
cell,count,area [µm²]
nand3b_2,1,11.3
inv_2,1,3.75
nand3_1,1,5.00
nand2_1,3,11.3
o22a_1,1,8.76
a31oi_1,1,6.26
o211ai_1,1,7.51
mux2i_1,1,10.0
nor3b_1,1,7.51
or3b_1,2,17.5
o21ai_0,4,20.0
a21bo_1,1,10.0
a21oi_1,5,25.0
dfxtp_1,7,140
mux2_2,5,56.3
edfxtp_1,35,1050
nor2b_1,3,18.8
nor2_1,5,18.8
a311oi_1,1,8.76
buf_2,4,20.0
nor3_1,2,10.0
or2_2,1,6.26
mux2_1,12,135
nand3b_1,1,7.51
a22o_1,1,8.76
and3_1,1,6.26
a32oi_1,1,8.76
Power and IR drop assume default switching activity.
