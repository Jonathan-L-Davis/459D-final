File: flow/config.mk
export PLATFORM = sky130hd
export DESIGN_NAME = core
export DESIGN_NICKNAME = core
export VERILOG_FILES = /design/flow/design.v
export SDC_FILE = /design/flow/constraint.sdc
export NUM_CORES = 4
export LEC_CHECK = 1
export CORE_UTILIZATION = 50
File: flow/constraint.sdc
current_design core

set clk_period 5.2
set clk_io_pct 0.2

create_clock -name clk0 -period $clk_period [get_ports {clk}]

set non_clock_inputs [all_inputs -no_clocks]
set_input_delay [expr $clk_period * $clk_io_pct] -clock clk0 $non_clock_inputs
set_output_delay [expr $clk_period * $clk_io_pct] -clock clk0 [all_outputs]
File: flow/design.v
module ALU( 
    input bit [7:0] reg_1, input bit [7:0] reg_2, 
    input bit [3:0]op, 
    output bit [7:0] out); 
    logic [15:0] selReg[1:0];
    logic [15:0] midReg[1:0];
    logic [7:0] res[15:0];
    assign selReg[0] = reg_1;
    assign selReg[1] = reg_2;
    assign res[0] = selReg[0]+selReg[1];
    assign res[1] = selReg[0]-selReg[1];
    assign res[2] = selReg[0]&selReg[1];
    assign res[3] = selReg[0]|selReg[1];
    assign res[4] = selReg[0]<selReg[1];
    assign res[5] = selReg[0]^selReg[1];
    assign res[6] = selReg[0]<<selReg[1][2:0];
    assign res[7] = selReg[0]>>selReg[1][2:0];
    assign res[8] = 0;
    assign res[9] = 0;
    assign res[10] = 0;
    assign res[11] = 0;
    assign res[12] = 0;
    assign res[13] = 0;
    assign res[14] = 0;
    assign res[15] = 0;
    assign out = res[op];
endmodule
module core
    #(
        parameter pc_start = 0
    )
    (
    input bit clk, input bit reset,
    input bit grant_given, 
    output bit grant_request, output bit rw,
    input bit[7:0] data_in, output bit[7:0] data_out,
    output bit [8:0] address 
    );
    localparam o_ALU   =  0;
    localparam o_JMP   =  2;
    localparam o_JEQ   =  4;
    localparam o_ALUI  =  8;
    localparam o_LOAD  = 32;
    localparam o_STORE = 40;
    localparam f_ADD = 32;
    localparam f_SUB = 34;
    localparam f_AND = 36;
    localparam f_OR  = 37;
    localparam f_XOR = 38;
    localparam f_SLT = 42;
    localparam f_SHIFT_LEFT = 4;
    localparam f_SHIFT_RIGHT = 7;
    bit [3:0] state;
    bit [7:0] PC;
    bit [31:0] IR;
    bit [7:0] alu_data1,alu_data2,alu_result;
    bit [3:0] alu_op; 
    bit [7:0] data_rs,data_rt,data_rd;
    bit [2:0] rs,rt,rd;
    bit reg_rw;
    reg_file register_file(
        .clk(clk),
        .reset(reset),
        .rw(reg_rw),
        .RS(rs), .RT(rt), .RD(rd),
        .RS_data(data_rs),
        .RT_data(data_rt),
        .RD_data(data_rd)
    );
    ALU alu(
        .reg_1(alu_data1),
        .reg_2(alu_data2),
        .op(alu_op),
        .out(alu_result)
    );
    assign instr_op = IR[31:26];
    always @ (posedge clk) begin
        if( reset ) begin
            state = 0;
            PC = pc_start;
            IR = 0;
            rw = 0;
            alu_data1 = 0;
            alu_data2 = 0;
            alu_op = 0;
            data_rd = 0;
            rs = 0;
            rt = 0;
            rd = 0;
            reg_rw = 0;
        end else begin
        case(state)
            0: begin 
                reg_rw <= 0; 
                rw <= 0;
                if( grant_given == 0 ) begin
                    address <= {1'b0,PC};
                    grant_request <= 1;
                end else begin
                    PC <= PC + 1;
                    grant_request = 0;
                    IR[31:24] <= data_in;
                    state <= 1;
                end
            end
            1: begin 
                if( grant_given == 0 ) begin
                    address <= {1'b0,PC};
                    grant_request <= 1;
                end else begin
                    PC <= PC + 1;
                    grant_request <= 0;
                    IR[23:16] <= data_in;
                    state <= 2;
                end
            end
            2: begin 
                if( grant_given == 0 ) begin
                    address <= {1'b0,PC};
                    grant_request <= 1;
                end else begin
                    PC <= PC + 1;
                    grant_request <= 0;
                    IR[15:8] <= data_in;
                    state <= 3;
                end
            end
            3: begin 
                if( grant_given == 0 ) begin
                    address <= {1'b0,PC};
                    grant_request <= 1;
                end else begin
                    PC <= PC + 1;
                    grant_request <= 0;
                    IR[7:0] <= data_in;
                    state <= 4;
                end
            end
            4: begin 
                case(IR[31:26])
                    o_ALU: begin
                        rw <= 0;
                        rs <= IR[23:21];
                        rt <= IR[18:16];
                        rd <= IR[13:11];
                        case(IR[5:0]) 
                            f_ADD: begin
                                alu_op <= 0;
                            end
                            f_SUB: begin
                                alu_op <= 1;
                            end
                            f_AND: begin
                                alu_op <= 2;
                            end
                            f_OR: begin
                                alu_op <= 3;
                            end
                            f_SLT: begin
                                alu_op <= 4;
                            end
                            f_XOR: begin
                                alu_op <= 5;
                            end
                            f_SHIFT_LEFT: begin
                                alu_op <= 6;
                            end
                            f_SHIFT_RIGHT: begin
                                alu_op <= 7;
                            end
                        endcase
                        state <= 5;
                    end
                    o_JMP: begin
                        PC <= IR[7:0];
                        state <= 0;
                    end
                    o_JEQ: begin
                        rs <= IR[23:21];
                        rt <= IR[18:16];
                        rd <= 0;
                        alu_op = 5; 
                        state <= 5;
                        alu_data1 <= data_rs;
                        alu_data2 <= data_rt;
                    end
                    o_ALUI: begin 
                        rs <= IR[23:21];
                        rt <= IR[18:16];
                        rd <= IR[13:11];
                        alu_data1 <= data_rs;
                        alu_data2 <= IR[7:0];
                        state <= 5;
                    end
                    o_LOAD: begin
                        data_rd <= data_rd;        
                        if( grant_given == 0 ) begin
                            address <= {1'b0,IR[8:0]};
                            grant_request <= 1;
                            rw <= 0;
                        end else begin
                            reg_rw = 1;
                            grant_request = 0;
                            data_rd <= data_in; 
                            rd <= IR[18:16];
                            state <= 0;
                        end
                    end
                    o_STORE: begin
                            address <= {1'b0,IR[8:0]};
                            state <= 5;
                            rt <= IR[18:16];
                    end
                endcase
            end
            5: begin 
                case(IR[31:26])
                    o_ALU:begin
                        alu_data1 <= data_rs;
                        alu_data2 <= data_rt;
                        state <= 6;
                    end
                    o_JEQ:begin
                        alu_data1 <= data_rs;
                        alu_data2 <= data_rt;
                        state <= 6;
                    end
                    o_ALUI: begin
                        alu_data1 <= data_rs;
                        alu_data2 <= IR[7:0];
                        state <= 6;
                    end
                    o_STORE: begin 
                        if( grant_given == 0 ) begin
                            grant_request <= 1;
                            rw <= 1;
                            data_out <= data_rt;
                        end else begin
                            grant_request <= 0;
                            state <= 0;
                        end
                    end
                endcase
            end
            6: begin 
                case(IR[31:26])
                    o_ALU: begin 
                        data_rd <= alu_result;
                        reg_rw <= 1;
                        state <= 0;
                    end
                    o_ALUI: begin
                        rd <= rt;
                        data_rd <= alu_result;
                        reg_rw <= 1;
                        state <= 0;
                    end
                    o_JEQ: begin
                        if( alu_result == 0 )
                            PC <= PC + (IR[7:0]) - 4;
                        state <= 0;
                    end
                endcase
            end
            default: begin
                state = 0; 
                PC = 0; 
            end
        endcase
        end
    end
endmodule
module reg_file (
    input clk, input rw, input reset, 
    input [2:0] RS, RT, RD,
    input [7:0] RD_data, 
    output reg [7:0] RS_data, RT_data);
    reg [7:0] file [7:1];
    always @(posedge clk)begin
        if(reset) begin
            for( int i = 1; i < 8; i++ ) begin
                file[i] = 0;
            end
        end else begin
            if( RD && rw )begin
                file[RD] <= RD_data;
            end else begin
            end
        end
    end
    always @ (*) begin
        if( RS )begin
            RS_data <= file[RS];
        end else begin
            RS_data <= 0;
        end
        if( RT )begin
            RT_data <= file[RT];
        end else begin
            RT_data <= 0;
        end
    end
endmodule
File: flow/run.sh
#!/bin/bash
# OpenROAD 26Q1-2900-gdf79404cd8, Yosys 0.63+post, stock flow scripts
make -C /OpenROAD-flow-scripts/flow DESIGN_CONFIG=/design/flow/config.mk WORK_HOME=/design/flow/orfs finish
==> results.tsv <==
stage	metric	value	unit
run_status	status	finished clean	
critical_path	reg2reg_slack	1240	ps
flow_run	drv_cap	0	
synth	mappedNetlistArea	9950	um2
synth	area_leaders	edfxtp_1 25%, dfxtp_1 18%, mux4_2 8.4%, ha_1 4.9%, nor2_1 3.9%	
power_and_ir_drop	irDropWorstVdd	0.231	mV
clock_network	cts_resized	0	
placement	hpwl	18700	um
synth	yosys_area	9950	um2
global_route	antenna_found_initial	0	
final_timing	hold_viol	0	
drt	vias_per_cell	5.81	
final_timing	rsz0062_at_grt	false	
synth	yosys.area.top_type_share	24.8	%
drt	first_pass_iters	7	
final_timing	holdWs	465	ps
drt	vias	7472	
floorplanning	initial_core_util	51.1	%
final_timing	setup_viol_count_final	0	
clock_network	cts_setup_buffers	0	
layout	synthToLayoutAreaGrowth	10.2	%
synth	ys_ff	169	
final_timing	max_freq	252	MHz
min_path	hold_path_class	reg -> reg	
floorplanning	rows	51	
clock_network	htreeDepth	4	
layout	lay_top_cells	103 x nor2_1, 87 x dfxtp_1, 82 x nand2_1, 82 x edfxtp_1, 74 x a21oi_1	
synth	avgSynthCellArea	9.90	um2
critical_path	end_kind	flip-flop	
critical_path	cpMaxStageDelayCell	dfxtp_1	
floorplanning	die_w	143	um
drt	drtAntennaViolNets	0	
clock_network	clk_pin_slew_worst_paths	70	ps
clock_network	cts_sinks	169	
floorplanning	dieArea	20500	um2
critical_path	startpoint_type	flip-flop	
drt	drt_iter0_drc	466	
synth	async_flop_share	0	%
clock_network	tritoncts	yes	
critical_path	critPathKind	reg -> reg	
floorplanning	core-area	19500	um2
drt	insertedDiodeCount	0	
floorplanning	fp.dieH	143	um
critical_path	cp.arrival	4280	ps
final_timing	finalCriticalPeriod	3960	ps
drt	avgRoutedWirePerCell	19.7	um
power_and_ir_drop	p_leak	0.00393	uW
critical_path	cp_cell_sequence	inv_1, ha_1, nor3_2, o31a_1, mux2_4, a221oi_2, nand4_1, nor4_4, nor2_4, mux2_4	
power_and_ir_drop	p_total	2840	uW
synth	largest_area_cell	edfxtp_1	
clock_network	ctsHoldBuffers	0	
synth	yosys_warnings	6	
global_route	grt-ovfl-total	0	
critical_path	worstPathMaxFanout	17	
power_and_ir_drop	power_density	259	nW/um2
final_timing	finalCritPeriodShare	76.2	%
final_timing	tns	0	ps
flow_run	warning_count	42	
final_timing	slew_viol_final	0	
clock_network	clock-root-buffer	clkbuf_16	
placement	gp_congestion	0.973	
critical_path	path_buffers	1	
drt	drc	0	
critical_path	cp_slowest_stage_delay	720	ps
global_route	grt_pass1_vias	7332	
layout	final_common_cell	nor2_1	
critical_path	crit_path_frequent_cell	mux2_4	
final_timing	relSlewSlack	43.3	%
clock_network	insertion_delay	430	ps
final_timing	worstMarginPinSlew	849	ps
synth	flop_cell	dfxtp_1	
placement	io_buffer_count	29	
drt	totalWireLength	25300	um
floorplanning	ios	30	
clock_network	cts_buffers	17	
synth	ys_types	78	
synth	ys_cells	1005	
synth	synth_cells	1005	
clock_network	clockBufferDepth	2	
global_route	grt_pass1_wl	41100	um
critical_path	crit_required	5520	ps
final_timing	skew	7.07	ps
synth	synth_seq_share	42.3	%
critical_path	path_delay_family	simple AND/OR/NAND/NOR gates	
global_route	grt_max_degree	62	
global_route	grt_use_total	28.1	%
synth	edf_count	82	
layout	layout-drive-gt1-share	11.8	%
report_power, final:
| part | total [uW] | switching [uW] | internal (uW) |
|---|---|---|---|
| sequential | 1450 | 28.0 | 1420 |
| clock | 1200 | 571 | 630 |
| combinational | 183 | 109 | 74.5 |
| total | 2840 | 708 | 2130 |
worst reg2reg max path, delay by kind of cell, from the launching register on:
family | cells | cell delay (ps)
compound gates | 2 | 660
mux | 2 | 630
flops | 1 | 720
simple gates | 4 | 970
buf+inv | 1 | 300
fa+ha+maj | 1 | 580
worst paths after layout:
check,from,endpoint,depth (start not counted)
max reg2reg,alu_data2[2]$_SDFFE_PP0P_,PC[5]$_SDFFE_PP0P_,10
min,IR[13]$_SDFFE_PP0P_,IR[13]$_SDFFE_PP0P_,2
max,alu_data2[2]$_SDFFE_PP0P_,PC[5]$_SDFFE_PP0P_,10
min reg2reg,IR[13]$_SDFFE_PP0P_,IR[13]$_SDFFE_PP0P_,2
cells in the mapped netlist (5+ instances only):
cell / number
a22o_1: 6
nor3_1: 16
nand2_1: 82
inv_1: 59
o31ai_1: 6
buf_6: 5
nand3_1: 39
buf_2: 13
nor2b_1: 14
buf_1: 6
edfxtp_1: 82
nand2b_1: 6
mux2i_1: 38
dfxtp_1: 87
mux4_2: 37
a211oi_1: 18
o21ai_0: 26
ha_1: 39
nor4_1: 5
xnor2_1: 9
and2_1: 59
or2_2: 7
a31oi_1: 8
a21oi_1: 74
a22oi_1: 6
a21o_1: 7
clkbuf_1: 42
a222oi_1: 6
nor2_1: 103
metal layers:
metal  global-route usage [%]  wire length [um]
met2                     41.4             11400
met1                     44.9             11700
met3                     6.59              1620
met4                     6.45               645
met5                        0                 0
sequential cells by signal, indices dropped and copies added (netlist names), named ones only:
| register | flops |
|---|---|
| rd | 3 |
| state | 7 |
| rs | 3 |
| alu_data1 | 8 |
| data_out | 8 |
| register_file.file | 64 |
| address | 9 |
| alu_op | 7 |
| PC | 8 |
| rw | 1 |
| reg_rw | 1 |
| alu_data2 | 8 |
| grant_request | 1 |
| IR | 24 |
| rt | 3 |
| data_rd | 8 |
kinds of logic after synthesis:
family / share of synthesized area (%)
AOI/OAI and AO/OA: 13.8
xor gates and xnor gates: 1.06
adders and majority gates: 5.61
buffers and inverters: 5.37
DFF: 42.3
muxes: 13.5
other: 0.0377
and+or+nand+nor: 18.4
layout make-up:
| cell class | count | area (um2) |
|---|---|---|
| inverters | 60 | 225 |
| well taps | 265 | 332 |
| flip-flops and latches | 169 | 4200 |
| clock inverters | 15 | 133 |
| clock buffers | 17 | 425 |
| fillers | 1746 | 8500 |
| multi-input cells | 716 | 5240 |
| repair buffers | 44 | 400 |
stage by stage:
step / setup WS [ps] / std cells / instance area [um2] / utilization (%)
after floorplan: 1930 / 1012 / 9970 / -
after global placement: 1350 / 1254 / 10400 / 53.4
after detailed placement: 1270 / 1254 / 10400 / 53.4
after CTS: 1270 / 1286 / 11000 / 56.3
after global routing: 971 / 1286 / 11000 / 56.3
final: 1240 / 1286 / 11000 / 56.3
